`./config.mk`:
```
export PLATFORM = sky130hd
export DESIGN_NAME = fir1_parallel
export DESIGN_NICKNAME = fir1_parallel
export VERILOG_FILES = /design/flow/design.v
export SDC_FILE = /design/flow/constraint.sdc
export NUM_CORES = 4
export LEC_CHECK = 1
export CORE_UTILIZATION = 40
```
`./constraint.sdc`:
```
current_design fir1_parallel

set clk_period 68.2
set clk_io_pct 0.2

create_clock -name clk0 -period $clk_period [get_ports {clk}]

set non_clock_inputs [all_inputs -no_clocks]
set_input_delay [expr $clk_period * $clk_io_pct] -clock clk0 $non_clock_inputs
set_output_delay [expr $clk_period * $clk_io_pct] -clock clk0 [all_outputs]
```
`./design.v`:
```
// synopsys translate_off
`timescale  1ns/1ps
// synopsys translate_on
// synopsys translate_off
`timescale  1ns/1ps
// synopsys translate_on
// synopsys translate_off
`timescale  1ns/1ps
// synopsys translate_on
module fir1_parallel
  #(parameter N=32)
   (
     input      clk,
     input      rst_n,
     input      enable,
     input      [N-1:0]x0,
     input      [N-1:0]x1,
     output reg busy,
     output reg valid,
     output reg [N-1:0]y0,
     output reg [N-1:0]y1
   );
  localparam IDLE = 0,
             EVA  = 1;
  integer i;
  reg [N-1:0] y_2n, y_2n1, y_2n1_n;
  reg [5:0] state, nstate;
  reg [5:0] cnt, cnt_n;
  reg valid_n;
  reg busy_n;
  reg [N-1:0] data0[0:7];
  reg [N-1:0] data1[0:8];
  reg signed[N-1:0] a [0:15];
  reg cal;
  always@(posedge clk)
  begin
    if(~rst_n)
      for(i=0; i<16; i=i+1)
        a[i] <= 0;
    else
    begin
      a[0] <= -157;
      a[1] <= 380;
      a[2] <= -399;
      a[3] <= -838;
      a[4] <= 3466;
      a[5] <= -4548;
      a[6] <= -1987;
      a[7] <= 36857;
      a[8] <= 36857;
      a[9] <= -1987;
      a[10] <= -4548;
      a[11] <= 3466;
      a[12] <=  -838;
      a[13] <= -399;
      a[14] <= 380;
      a[15] <= -157;
    end
  end
  always@*
  begin
    nstate = IDLE;
    cal = 0;
    case(state)
      IDLE:
      begin
        cal = 0;
        if(enable)
          nstate = EVA;
        else
          nstate = IDLE;
      end
      EVA:
      begin
        cal = 1;
        if(~enable)
          nstate = IDLE;
        else
          nstate = EVA;
      end
    endcase
  end
  always@*
  begin
    if(state == EVA)
      if(cnt == 8)
        cnt_n = cnt;
      else
        cnt_n = cnt + 1;
    else
      cnt_n = 0;
  end
  always@*
  begin
    if((state == EVA) & (cnt == 8))
      valid_n = 1;
    else
      valid_n = 0;
  end
  always@*
  begin
    if(state == EVA)
      busy_n = 0;
    else
      busy_n = 0;
  end
  always@(posedge clk)
    if(~rst_n)
      for(i=0; i<8; i=i+1)
        data0[i] <= 0;
    else
    begin
      data0[0]<=x0;
      for(i=0; i<7; i=i+1)
        data0[i+1] <= data0[i];
    end
  always@(posedge clk)
    if(~rst_n)
      for(i=0; i<9; i=i+1)
        data1[i] <= 0;
    else
    begin
      data1[0]<=x1;
      for(i=0; i<8; i=i+1)
        data1[i+1] <= data1[i];
    end
  always@*
  begin
    y_2n = (data0[0]*a[0] + data1[1]*a[1] + data0[1]*a[2] + data1[2]*a[3] + data0[2]*a[4] +
            data1[3]*a[5] + data0[3]*a[6] + data1[4]*a[7] + data0[4]*a[8] + data1[5]*a[9] +
            data0[5]*a[10] + data1[6]*a[11] + data0[6]*a[12] + data1[7]*a[13] + data0[7]*a[14] + data1[8]*a[15])>>16;
    y_2n1 = (data1[0]*a[0] + data0[0]*a[1] + data1[1]*a[2] + data0[1]*a[3] + data1[2]*a[4] +
             data0[2]*a[5] + data1[3]*a[6] + data0[3]*a[7] + data1[4]*a[8] + data0[4]*a[9] +
             data1[5]*a[10] + data0[5]*a[11] + data1[6]*a[12] + data0[6]*a[13] + data1[7]*a[14] + data0[7]*a[15])>>16;
  end
  always@(posedge clk)
  begin
    if(~rst_n)
    begin
      state <= IDLE;
      cnt   <= 0;
      valid <= 0;
      busy  <= 0;
      y0     <= 1534;
      y1     <= 1534;
    end
    else
    begin
      state <= nstate;
      cnt   <= cnt_n;
      valid <= valid_n;
      busy  <= busy_n;
      if(cal)
      begin
        y1     <= y_2n;
        y0     <= y_2n1;
      end
    end
  end
endmodule
```
`./run.sh`:
```
#!/bin/bash
# OpenROAD 26Q1-2900-gdf79404cd8, Yosys 0.63+post, stock flow scripts
make -C /OpenROAD-flow-scripts/flow DESIGN_CONFIG=/design/flow/config.mk WORK_HOME=/design/flow/orfs finish
```
==> Changelog: implementation <==
### Metrics

* DIE AREA at 0.6080 mm²
* Total global routing overflow at 0
* P&R area growth vs syn at 7.450%
* Yosys Chip Area at 0.2419 mm²
* Most frequent CP cell: buf_4
* Slowest cell on the critical path: buf_4
* Cells after DPL at 30690
* Die Span Y at 779.7 µm
* Worst Setup End Kind: register
* WS Path Type: in -> reg
* Synth unique cells at 60
* Clock root cell: clkbuf_16
* Pin count of the biggest net entering global routing at 84
* Synthesized area at 0.2419 mm²
* Initial antenna violation count at 154
* Row count at 285
* DPL Wire Length at 1253000 µm
* CTS tree: done
* Setup TNS at 0 ns
* Seq. cell area at 0.01172 mm²
* CTS resizes at 0
* Worst slew margin at 22.37%
* First-pass GRT wire length at 1728000 µm
* Die W at 779.7 µm
* CTS buffer count at 93
* Layout cells sized above 1 at 3.207%
* Registers, synthesis at 585
* I/O Pins at 133
* # Cells Yosys at 22190
* Total GRT Usage at 48.18%
* DRT Pass-1 Iters at 7
* Final setup vio count at 0
* Max_cap viols at 0
* Cts hold-fix bufs at 0
* Routed WL at 1329000 µm
* Yosys warning tally at 5
* Crit path max-delay family: buffers and inverters
* Initial Utilization at 40.17%
* Top cells by area: fa_1 (57%), ha_1 (18%), inv_1 (14%), dfxtp_1 (4.8%), xnor2_1 (2.8%)
* Top cell excl fill/tap: inv_1
* Worst path max stage delay at 0.63 ns
* Max Fclk at 0.06102 GHz
* Instance count of the mapped netlist at 22190
* HP Class: reg -> reg
* Filler Cells Inserted at 57620
* Crit path cell chain: buf_8, buf_4, buf_4, buf_4, buf_4, buf_4, and2_1
* Worst Path Buf+Inv at 6
* Via density at 4.910
* Maximum fanout along the worst path at 71
* Most frequent cells in the layout: inv_1 (8806), fa_1 (6850), ha_1 (3404)
* Critical Path RT at 68.98 ns
* Status: finished, final reports clean
* Slew Limit Fails at 0
* Synth area leader: fa_1
* Tool Warnings at 181
* Final GP Congestion at 1.148
* Worst-Margin Slew at 1.163 ns
* Top-area cell share at 56.71%
* Core outline area at 0.6023 mm²
* CP arrival at 17.17 ns
* Min Tclk post-route at 16.39 ns
* I/O Buffers at 99
* H-Tree Depth at 3
* Cycle use final at 24.03%
* Post-synthesis sequential area ratio at 4.841%
* Ys flop type: dfxtp_1
* RSZ-0062 raised after global routing: no
* EDFF count, synth at 0
* CTS sink count at 585
* Vias at 152300
* Async S/R FF share, synth at 0%
* Maximum buffer depth of the clock tree at 4
* Post-CTS Setup Inserts at 0
* Post-Layout Cell Count at 31010
* Final hold violations at 0
* Wire per inst at 42.86 µm
* # DRC at 0
* Clk latency late pin at 0.98 ns
* Comb area at 0.1968 mm²
* Clk_skew at 0.1497 ns
* Reg clk slew, reported paths at 0.06 ns
* Number of routed nets with antenna violations at 0
* R2r setup slk at 52.43 ns
* Final design utilization at 43.16%
* Initial DRC Count at 7714
* Startpoint types: primary input
* Post-Syn Area per Cell at 10.90 µm²
* Vias in the first global route at 179400
==> stage by stage <==
stage | area (µm²) | hold slack [ns] | worst slack [ns]
after floorplan | 242100 | 0.4119 | 53.54
after global placement | 256400 | 0.4195 | 51.01
after detailed placement | 256400 | 0.4200 | 50.96
after CTS | 259600 | 0.4027 | 51.88
after global routing | 259700 | 0.4198 | 51.70
final | 260000 | 0.4035 | 51.81
==> metal layers <==
metal / up-vias / global-route usage (%) / routed length (µm) / share of wire (%)
li1: 62820 / - / - / -
met1: 79420 / 54.36 / 417300 / 31
met2: 7384 / 65.14 / 559200 / 42
met3: 2514 / 31.13 / 202200 / 15
met4: 138 / 36.69 / 144500 / 11
met5: - / 4.864 / 5886 / 0.44
==> layout make-up <==
class | instances | share of cell area, %
Tap cell | 8036 | 3.868
Timing Repair Buffer | 599 | 1.832
Antenna cell | 153 | 0.1473
Inverter | 8806 | 12.72
Sequential cell | 585 | 4.507
Clock buffer | 109 | 0.9650
Clock inverter | 59 | 0.2517
Multi-Input combinational cell | 12670 | 75.71
==> synthesized netlist by cell type (all sizes together) (2+ instances only) <==
cell     number
inv        8806
fa         6853
ha         3409
and2        849
xnor2       784
dfxtp       585
nand2       292
xor2        144
clkbuf      133
a21oi        44
nor2         44
buf          36
o21ai        30
a21o         24
and3         17
nor2b        17
mux2i        16
o21a         15
nor3         11
o21bai       11
or2           9
nand3         7
a31oi         6
a2111oi       5
xnor3         5
o31ai         4
a211oi        3
and4          3
nand2b        3
a21boi        2
a41oi         2
nand4         2
o2111ai       2
o211ai        2
o311ai        2
o41ai         2
==> state kept, by name (all words and copies together), names as in the netlist <==
register / flops
cnt: 6
a: 1
data0: 256
y0: 16
valid: 1
y1: 16
data1: 288
state: 1
==> path summary, 6_finish.rpt <==
check	start	end	cells past startpoint
worst max-delay path	rst_n	data1[7][5]	7
worst min-delay path	data0[6][1]	data0[7][1]	1
worst max register to register	a[0][30]	y0[15]	46
worst min register to register	data0[6][1]	data0[7][1]	1
==> cell families (layout without fill, tap and decap cells) <==
kind of cell | Yosys count | in the layout | share of synthesized area (%)
buffers and inverters | 8975 | 9573 | 13.98
AND-OR/OR-AND | 164 | 164 | 0.4665
XOR/XNOR | 933 | 933 | 3.412
flip-flops | 585 | 585 | 4.841
adder cells (fa/ha/maj) | 10260 | 10260 | 74.34
other | 1 | 186 | 0.001550
AND/OR/NAND/NOR | 1257 | 1257 | 2.900
multiplexers | 16 | 16 | 0.06619
