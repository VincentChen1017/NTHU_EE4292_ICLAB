<file path="flow/run.sh">
#!/bin/bash
# OpenROAD 26Q1-2900-gdf79404cd8, Yosys 0.63+post, stock flow scripts
make -C /OpenROAD-flow-scripts/flow DESIGN_CONFIG=/design/flow/config.mk WORK_HOME=/design/flow/orfs finish
</file>
<file path="flow/config.mk">
export PLATFORM = sky130hd
export DESIGN_NAME = fir1_pipe
export DESIGN_NICKNAME = fir1_pipe
export VERILOG_FILES = /design/flow/design.v
export SDC_FILE = /design/flow/constraint.sdc
export NUM_CORES = 4
export LEC_CHECK = 1
export CORE_UTILIZATION = 30
</file>
<file path="flow/constraint.sdc">
current_design fir1_pipe

set clk_period 48.1
set clk_io_pct 0.2

create_clock -name clk0 -period $clk_period [get_ports {clk}]

set non_clock_inputs [all_inputs -no_clocks]
set_input_delay [expr $clk_period * $clk_io_pct] -clock clk0 $non_clock_inputs
set_output_delay [expr $clk_period * $clk_io_pct] -clock clk0 [all_outputs]
</file>
<file path="flow/design.v">
// synopsys translate_off
`timescale  1ns/1ps
// synopsys translate_on
// synopsys translate_off
`timescale  1ns/1ps
// synopsys translate_on
// synopsys translate_off
`timescale  1ns/1ps
// synopsys translate_on
module fir1_pipe
  #(parameter N=32)
   (
     input      clk,
     input      rst_n,
     input      enable,
     input      [N-1:0]x,
     output reg busy,
     output reg valid,
     output reg [N-1:0]y
   );
  localparam IDLE = 0,
             EVA  = 1;
  reg [N-1:0] y_n;
	reg [N-1:0] y_stage1_tmp;
	reg [N-1:0] y_stage2_tmp;
	reg [N-1:0] y_stage1;
	reg [N-1:0] y_stage2;
  reg [5:0] state, state_n;
  reg [5:0] cnt, cnt_n;
  reg valid_n;
  reg busy_n;
  reg [N-1:0] x_a[0:14];  
  reg signed[N-1:0] a[0:15];  
	reg [N-1:0] x_tmp;
	reg [N-1:0] x_a6_tmp;
	reg [N-1:0] x_a11_tmp;
  integer i,j,k;
	always@(posedge clk)
	begin
		if(~rst_n)
			for(k=0; k<16; k=k+1)
				a[k] <= 0;
		else
		begin
		  a[0] <= -157;
		  a[1] <= 380;
		  a[2] <= -399;
		  a[3] <= -838;
		  a[4] <= 3466;
		  a[5] <= -4548;
		  a[6] <= -1987;
		  a[7] <= 36857;
		  a[8] <= 36857;
		  a[9] <= -1987;
		  a[10] <= -4548;
		  a[11] <= 3466;
		  a[12] <=  -838;
		  a[13] <= -399;
		  a[14] <= 380;
		  a[15] <= -157;
		end
	end
  always@(posedge clk)
  begin
    if(~rst_n)
    begin
      state <= IDLE;
      cnt   <= 0;
      valid <= 0;
      busy  <= 0;
      y     <= 1534;
			y_stage1 <= 0;
			y_stage2 <= 0;
    end
    else
    begin
      state <= state_n;
      cnt   <= cnt_n;
      valid <= valid_n;
      busy  <= busy_n;
      y     <= y_n;
			y_stage1 <= y_stage1_tmp;
			y_stage2 <= y_stage2_tmp;
    end
  end
  always@*
  begin
    case(state)
      IDLE :
        state_n = enable ? EVA : IDLE;
      EVA  :
        state_n = enable ? EVA : IDLE;
      default :
        state_n = IDLE;
    endcase
  end
  always@*
  begin
    if(state == EVA)
      if(cnt == 18)
        cnt_n = cnt;
      else
        cnt_n = cnt + 1;
    else
      cnt_n = 0;
  end
  always@*
  begin
    if((state == EVA) & (cnt == 18))
      valid_n = 1;
    else
      valid_n = 0;
  end
  always@*
  begin
    if(state == EVA)
      busy_n = 0;
    else
      busy_n = 0;
  end
  always@(posedge clk)
  begin
    if(~rst_n) begin
			x_tmp <= 0;
      for(j=0; j<15; j=j+1)
        x_a[j] <= 0;
		end
    else
    begin
			x_tmp <= x;
      x_a[0]<=x_tmp;  
			for(i=0; i<4 ; i=i+1)
				x_a[i+1] <= x_a[i];
			x_a6_tmp <= x_a[4];
			x_a[5] <= x_a6_tmp;
      for(i=5; i<9; i=i+1)
        x_a[i+1]<=x_a[i];
			x_a11_tmp <= x_a[9];
			x_a[10] <= x_a11_tmp;
      for(i=10; i<14; i=i+1)
        x_a[i+1]<=x_a[i];
    end
  end
  always@*
  begin
    	y_stage1_tmp = x_tmp*a[0] + x_a[0]*a[1] + x_a[1]*a[2] + x_a[2]*a[3] + x_a[3]*a[4] + x_a[4]*a[5];  
			y_stage2_tmp = y_stage1 + x_a[5]*a[6] + x_a[6]*a[7] + x_a[7]*a[8] + x_a[8]*a[9]+ x_a[9]*a[10];  
			y_n = (y_stage2 + x_a[10]*a[11] + x_a[11]*a[12] +x_a[12]*a[13] + x_a[13]*a[14]+ x_a[14]*a[15])>>16;
  end
endmodule
</file>
==> flow_summary.yaml <==
# flow metrics
timing:
  relSlewSlack_pct: 39.3
  period_used_pct: 23.8
  rsz0062_at_grt: "false"
  finalCriticalPeriod_ns: 11.46
  worst_pin_slew_ns: 0.904
  hold_viol: 0
  tns_ns: 0
  setup_viol_count_final: 0
  slew_violations: 0
  fmax_mhz: 87.3
  fin_worst_skew_ns: 0.103
detailed_routing:
  post_drt_wl_per_cell_um: 23.2
  dr.max_layer_used: "met5"
  drc: 0
  dr_wl_met2_mm: 217
  vias_per_cell: 4.24
  routed-wl-met3_mm: 51.9
  drt-met1-wl_mm: 172
  dr.first_iter.drc_count: 3058
  postRouteAntennaNets: 0
  vias: 84000
  firstDrtPassIters: 5
  totalWireLength_mm: 460
synthesis:
  ys_async_sr_fraction_pct: 0
  ys_warn_count: 4
  synthTopCellsByArea: "fa_1 (50%), ha_1 (18%), inv_1 (12%)"
  yosysMostFrequentCell: "inv_1"
  ys_seq_share_pct: 9.63
  synth.largest_area_cell: "fa_1"
  synth_stat.cells: 13300
  synth_flops: 665
  syn_area_um2: 145000
  common_cells: "inv_1 (4624), fa_1 (3609), ha_1 (2136)"
  synth_cell_types: 73
  syn_area_per_cell_um2: 10.9
  yosysTopAreaCellShare_pct: 49.9
  ff_type: "dfxtp_1"
  synth-edff-count: 64
  ys_chip_area_um2: 145000
  syn_inst: 13300
worst_setup_path:
  path_class: "reg -> reg"
  endpoint_kind: "flip-flop"
  cp-start-kind: "flip-flop"
  crit_fanout: 54
  required_ns: 48.88
  arrival_ns: 12.24
clock_network:
  post_cts_resized: 0
  cts_max_level: 3
  clk_latency_ns: 0.90
  cts_setup_buffers: 0
  tritoncts: "built"
  clockRootBuffer: "clkbuf_16"
  path_clk_slew_ns: 0.06
  cts_max_path_buffers: 4
  cts_hold_buf: 0
  cts.sinks: 665
  numCtsBuffers: 92
global_routing:
  grt_pass1_vias: 97500
  antenna_found_initial: 14
  overflow: 0
  track_usage_pct: 20.7
  grt_pass1_wl_mm: 677
  grt_max_degree: 81
finish:
  nFillCells: 48500
  drive_gt1_share_pct: 1.81
  final-comb-area_um2: 113000
  final_core_util_pct: 32.6
  syn_to_final_growth_pct: 7.99
  final_area_um2: 156000
  regArea_um2: 14000
floorplan:
  core_um2: 480000
  dieArea_um2: 486000
  ios: 69
  initCoreUtil_pct: 30.2
  rows: 254
  chipHeight_um: 697
  die_x_um: 697
pwr:
  power_frac_comb_pct: 84.1
  p_switching_mw: 4.98
  p_int_mw: 4.06
  pwr_density_cell_nw_per_um2: 57.8
  swShare_pct: 55.1
  power_mw: 9.04
  ir_worst_vdd_mv: 0.289
  p_seq_share_pct: 7.7
  clkPwrFrac_pct: 8.2
  p_leak_nw: 83.7
place:
  hpwlAfterDp_mm: 426
  port_buffers: 51
  post_dp_cell_area_um2: 153000
  routabilityCongestion: 1.02
run:
  warnings: 91
  drv_cap: 0
hold_path:
  min_path_type: "reg -> reg"
run_status:
  outcome: "finished, final reports clean"
==> per-stage QoR <==
stage,cells,hold slack (ns),setup slack [ns]
floorplan,13300,0.386,37.43
global placement,19700,0.393,35.85
detailed placement,19700,0.389,35.78
CTS,19800,0.394,36.55
global route,19800,0.413,36.16
finish,19800,0.403,36.64
==> power groups by stage <==
stage / Clock, mW / Combinational (mW) / Sequential, mW
6_report: 0.742 / 7.60 / 0.694
5_1_grt: 0.781 / 8.46 / 0.697
4_1_cts: 0.763 / 7.61 / 0.697
==> layer usage <==
layer | global-route usage, % | vias up
li1 | - | 38100
met1 | 25.9 | 43000
met2 | 32.2 | 2407
met3 | 10.1 | 503
met4 | 5.93 | 14
met5 | 0.980 | -
==> registers in the layout, indices dropped and copies added, names as in the netlist, 6 cells and up <==
register   flops
y_stage2      32
x_a6_tmp      32
x_a11_tmp     32
y             16
cnt            6
y_stage1      32
x_tmp         32
x_a          480
==> worst paths after layout <==
| check | cells past startpoint | endpoint | startpoint | slack, ns |
|---|---|---|---|---|
| worst min-delay path | 0 | x_a6_tmp[30] | x_a[4][30] | 0.40 |
| worst max register to register | 27 | y[15] | a[0][30] | 36.64 |
| worst min register to register | 0 | x_a6_tmp[30] | x_a[4][30] | 0.40 |
| worst max-delay path | 27 | y[15] | a[0][30] | 36.64 |
==> layout by cell type (no fill, tap or decap), types with 35 or more instances in the layout <==
cell type        instances
inv_1                 4623
fa_1                  3609
ha_1                  2136
and2_1                 868
dfxtp_1                600
xnor2_1                433
nand2_1                240
xor2_1                 112
clkbuf_16               93
nor2_1                  79
buf_4                   68
edfxtp_1                64
a21oi_1                 56
clkdlybuf4s50_1         50
o21ai_0                 35
==> area by class of cell <==
cell class                      count  share of cell area [%]
Multi-Input combinational cell   7842                    72.2
Clock inverter                     45                   0.346
Sequential cell                   665                    8.92
Clock buffer                      120                    1.65
Inverter                         4624                    11.1
Antenna cell                       14                  0.0224
Timing Repair Buffer              119                   0.656
Tap cell                         6400                    5.12
==> worst max-delay path, cell delays in order, from the launching register on <==
cell     delay (ns)
dfxtp_4        0.70
buf_4          0.65
buf_4          0.55
buf_4          0.53
nand2_1        0.53
inv_1          0.26
buf_4          0.30
fa_1           0.60
ha_1           0.72
fa_1           0.54
inv_1          0.09
fa_1           0.44
fa_1           0.44
fa_1           0.56
fa_1           0.43
fa_1           0.51
fa_1           0.57
fa_1           0.42
fa_1           0.39
xor2_1         0.17
xnor2_1        0.14
xnor2_1        0.23
xnor2_1        0.16
xnor2_1        0.16
xnor2_1        0.15
xnor3_1        0.63
xnor2_1        0.21
and2_1         0.17
==> cells by family (layout without fill, tap and decap cells) <==
group                    Yosys count  count (layout)  synth area share, %
multiplexers                       4               4               0.0285
adder cells (fa/ha/maj)         5745            5745                 68.3
flip-flops                       665             665                 9.63
other                              1              31              0.00259
AND/OR/NAND/NOR                 1294            1294                 5.03
XOR/XNOR                         554             554                 3.43
buffers and inverters           4789            4908                 12.5
AND-OR/OR-AND                    228             228                 1.10
No activity file was given, so power comes from the tool's default toggle rates.
