File: /design/flow/run.sh
#!/bin/bash
# OpenROAD 26Q1-2900-gdf79404cd8, Yosys 0.63+post, stock flow scripts
make -C /OpenROAD-flow-scripts/flow DESIGN_CONFIG=/design/flow/config.mk WORK_HOME=/design/flow/orfs finish
File: /design/flow/config.mk
export PLATFORM = sky130hd
export DESIGN_NAME = dsram
export DESIGN_NICKNAME = dsram
export VERILOG_FILES = /design/flow/design.v
export SDC_FILE = /design/flow/constraint.sdc
export NUM_CORES = 4
export LEC_CHECK = 1
export CORE_UTILIZATION = 30
export SYNTH_MEMORY_MAX_BITS = 65536
File: /design/flow/constraint.sdc
current_design dsram

set clk_period 41.5
set clk_io_pct 0.2

create_clock -name clk0 -period $clk_period [get_ports {clk}]

set non_clock_inputs [all_inputs -no_clocks]
set_input_delay [expr $clk_period * $clk_io_pct] -clock clk0 $non_clock_inputs
set_output_delay [expr $clk_period * $clk_io_pct] -clock clk0 [all_outputs]
File: /design/flow/design.v
// synopsys translate_off
`timescale  1ns/1ps
// synopsys translate_on
// synopsys translate_off
`timescale  1ns/1ps
// synopsys translate_on
// synopsys translate_off
`timescale  1ns/1ps
// synopsys translate_on
module dsram (addr,clk,en_wr,in,out);
parameter numAddr = 8;
parameter numWords = 256;
parameter wordLength = 32;
input         clk;
input         en_wr;
input  [numAddr-1:0]    addr;
input  [wordLength-1:0] in;
output [wordLength-1:0] out;
reg    [wordLength-1:0] memory [numWords-1:0];
reg    [wordLength-1:0] data_out1;
reg    [wordLength-1:0] out;
always@ (posedge clk)
  if (en_wr)
    data_out1 <= memory[addr];
  else
    memory[addr] <= in;
always@ (data_out1) begin
  out = data_out1;
end
endmodule
==> impl_metrics.py <==
# Metrics from the implementation run
metrics = {
    "pwr": {
        "p_total_mw": 16.75,
        "leakagePower_nw": 107.4,
        "power_density_nw_per_um2": 46.81,
        "ir_drop_mv": 0.04920,
    },
    "placed_design": {
        "place.detailed.hpwl_mm": 527.5,
        "dpl_cell_area_um2": 334000,
        "port_buffers": 73,
        "gp_congestion": 0.8768,
    },
    "logic_synthesis": {
        "synth_flops": 8224,
        "syn_avg_cell_area_um2": 23.67,
        "synth_area_leader_cell": "edfxtp_1",
        "ys_chip_area_um2": 309200,
        "synth_seq_share_pct": 79.86,
        "ff_type": "edfxtp_1",
        "top_cells_by_area": "edfxtp_1, mux4_2, a22oi_1",
        "synthCells": 13064,
        "netlist_area_um2": 309200,
        "synth.top_cell.area_share_pct": 79.86,
        "async_reset_ff_share_pct": 0,
        "synth_cell_types": 20,
        "yosys_cells": 13064,
        "synth-edff-count": 8224,
        "yosys_warnings": 2,
        "yosysMostFrequentCell": "edfxtp_1",
        "yosys-top-cells-count": "edfxtp_1, mux4_2, a22oi_1",
    },
    "sta": {
        "worst_slew_pin_slew_ns": 1.553,
        "finalSetupTns_ns": 0,
        "min_period_ns": 15.35,
        "hold_violations": 0,
        "finalCritPeriodShare_pct": 36.99,
        "fmax_ghz": 0.06514,
        "slew_headroom_pct": -3.527,
        "holdWs_ns": 1.042,
        "final_max_slew_viol_count": 2,
        "skew_ns": 0.08479,
        "setup_viol": 0,
        "rsz0062_at_grt": "no",
    },
    "min_path": {
        "hold_class": "reg2reg",
        "hold_path_end": "data_out1[28]",
        "hold_depth": 5,
        "hold_start": "memory[85][28]",
    },
    "global_route": {
        "grt_pass1_vias": 162358,
        "overflow": 0,
        "grt_max_degree": 100,
        "antenna_found_initial": 38,
        "grt_pass1_wl_mm": 1250,
        "grt_util_all_layers_pct": 18.54,
    },
    "clock_network": {
        "clock_latency_ns": 1.19,
        "clk_pin_slew_worst_paths_ns": 0.06,
        "cts-resized-gates": 0,
        "post_cts_buffers": 0,
        "ctsRootBufferMaster": "clkbuf_16",
        "cts_buffers": 759,
        "cts.sinks": 8224,
        "clk_path_buf_depth": 4,
        "hold_buffers": 0,
        "cts_tree": "yes",
        "h-tree-depth": 6,
    },
    "flow_run": {
        "max_cap_viol_count": 1,
        "tool_warnings": 26,
    },
    "die": {
        "rows": 372,
        "dieArea_um2": 1035000,
        "pin_count": 74,
        "fp_util_pct": 30.12,
        "coreArea_um2": 1027000,
        "die-width_mm": 1.017,
        "die_height_mm": 1.017,
    },
    "final_layout": {
        "drive_above_1_share_pct": 29.99,
        "utilization_pct": 34.86,
        "final_area_um2": 357900,
        "syn_to_final_growth_pct": 15.74,
    },
    "setup_path": {
        "critPathLaunchType": "primary input",
        "cp_common_cell": "buf_4",
        "path_max_fanout": 66,
        "cp_cell_sequence": "buf_16, buf_4, buf_4, buf_4, buf_4, buf_4, buf_4, buf_4, buf_4, buf_4, mux4_2, a22oi_1, a21oi_1, buf_4, o41ai_2, nand4_1",
        "worst_ep_arrival_time_ns": 16.22,
        "rr_startpoint": "memory[151][15]",
        "crit_slowest_cell": "buf_4",
        "cp.required_ns": 42.37,
        "endpoint_kind": "flip-flop",
        "critPathMaxStageDelay_ns": 0.69,
        "r2r_slack_ns": 38.09,
        "worstReg2RegEnd": "data_out1[15]",
        "crit_type": "in2reg",
        "reg2reg_depth": 6,
    },
    "routing": {
        "wirelength_mm": 897.9,
        "vias_per_cell": 5.158,
        "drt-initial-drc-count": 10360,
        "route.detailed.drc": 0,
        "routedWlPerCell_um": 31.71,
        "antenna_left": 0,
        "dr.pass1.iters": 7,
        "vias": 146039,
    },
    "status": {
        "status": "finished with violations",
        "violations": "capacitance limit, slew limit",
    },
}
stage by stage:
stage               setup slack (ns)  instances
floorplan                      29.87      13064
global placement               24.72      26905
detailed placement             24.84      26914
CTS                            26.13      28287
global route                   25.85      28305
finish                         26.15      28314
sequential cells by signal, summed over array words and instances (netlist names):
register	count
data_out1	32
memory	8192
power by group:
group	internal [mW]	switching [mW]	total, mW
Combinational	0.270	0.547	0.817
Clock	3.70	3.06	6.76
Sequential	9.16	0.0149	9.17
final cells by class:
class                           instances  area [um^2]
Antenna cell                           27        67.56
Fill cell                           92825       668900
Sequential cell                      8224       247000
Clock buffer                          929        19800
Timing Repair Buffer                  987         7969
Multi-Input combinational cell       4052        61990
Clock inverter                        444         4045
Tap cell                            13651        17080
cells by family after synthesis:
logic type,share of synthesized area [%]
AND-OR/OR-AND,3.677
buffers and inverters,1.091
flip-flops,79.86
multiplexers,14.92
AND/OR/NAND/NOR,0.4528
layout by cell type (no fill, tap or decap), drive strengths merged, types with 27 or more instances in the layout:
cell and n:
edfxtp 8224, mux4 2048, a22oi 1024, buf 949
clkbuf 929, a21oi 512, clkinv 363, nor2 259
o41ai 128, bufinv 47, clkdlybuf4s50 38, nand2 33
nand4 32, diode 27
worst max path at each step:
| stage | startpoint | end | slack (ns) | depth (start not counted) |
|---|---|---|---|---|
| after CTS | addr[1] | data_out1[3] | 26.13 | 16 |
| after global routing | addr[1] | data_out1[3] | 25.85 | 16 |
| final | addr[1] | data_out1[3] | 26.15 | 16 |
layer usage:
layer	wire (um)	GRT usage, %	up-vias
li1	-	-	58812
met1	250800	17.37	74722
met2	422500	27.96	10813
met3	170000	16.05	1657
met4	54020	8.367	35
met5	553	0.5286	-
worst max-delay path, delay by kind of cell:
| kind | cells | cell delay, ns |
|---|---|---|
| multiplexers | 1 | 0.40 |
| AND-OR/OR-AND | 3 | 1.20 |
| buffers and inverters | 11 | 5.82 |
| AND/OR/NAND/NOR | 1 | 0.16 |
Power is estimated from default activity; no workload was simulated.
